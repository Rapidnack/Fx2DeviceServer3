==> design/flow/design.v <==
`timescale 1ns/1ns
module MyCIC
 #(
	parameter NUM_STAGES = 4,
	parameter MAX_RATE = 160,
	parameter DATA_WIDTH = 19
 )
(
	input wire clk,
	input wire reset_n,
	input wire [7:0] rate,
	input wire [3:0] rate_div,
	input wire [4:0] gain,
	input wire [1:0] in_error,
	input wire in_valid,
	output wire in_ready,
	input wire signed [DATA_WIDTH-1:0] in_data,
	output reg signed [DATA_WIDTH-1:0] out_data,
	output wire [1:0] out_error,
	output reg out_valid,
	input wire out_ready
);
	function integer clog2;
		input integer value;
		begin
			value = value - 1;
			for (clog2 = 0; value > 0; clog2 = clog2 + 1)
				value = value >> 1;
		end
	endfunction
	localparam RATE_WIDTH = clog2(MAX_RATE);
	localparam SCALE_WIDTH = clog2(MAX_RATE**NUM_STAGES);
	localparam WIDTH = SCALE_WIDTH + DATA_WIDTH;
	integer i;
	reg signed [WIDTH-1:0] integ [0:NUM_STAGES];
	reg signed [WIDTH-1:0] diff [0:NUM_STAGES];
	reg signed [WIDTH-1:0] diff_d [0:NUM_STAGES];
	reg [RATE_WIDTH-1:0] count;
	reg next_out_valid;
	assign in_ready = 1'b1;
	assign out_error = 2'b00;
	always @(posedge clk)
	begin
		if (~reset_n)
		begin
			for (i = 1; i <= NUM_STAGES; i = i + 1) begin
				integ[i] <= 0;
			end
			diff[1] <= 0;
		end else if (in_valid)
		begin
			integ[1] <= in_data + integ[1];
			for (i = 2; i <= NUM_STAGES; i = i + 1) begin
				integ[i] <= integ[i-1] + integ[i];
			end
			diff[1] <= integ[NUM_STAGES-1] + integ[NUM_STAGES];
		end
	end
	always @(posedge clk)
	begin
		if (~reset_n)
		begin
			count <= 0;
			next_out_valid <= 1'b1;
		end else if (in_valid)
		begin			
			if (count == rate - 1)
			begin
				count <= 0;
				next_out_valid <= 1'b1;
			end else
			begin
				count <= count + 1;
				next_out_valid <= 1'b0;
			end
		end else
		begin
			next_out_valid <= 1'b0;
		end
	end
	always @(posedge clk)
	begin
		if (~reset_n)
		begin
			for (i = 1; i <= NUM_STAGES; i = i + 1) begin
				diff_d[i] <= 0;
			end
			for (i = 2; i <= NUM_STAGES; i = i + 1) begin
				diff[i] <= 0;
			end
			out_data <= 0;
		end else
		begin
			out_valid <= next_out_valid;
			if (next_out_valid)
			begin
				for (i = 1; i <= NUM_STAGES; i = i + 1) begin
					diff_d[i] <= diff[i];
				end
				for (i = 2; i <= NUM_STAGES; i = i + 1) begin
					diff[i] <= diff[i-1] - diff_d[i-1];
				end
				out_data <= (diff[NUM_STAGES] - diff_d[NUM_STAGES]) >>> (SCALE_WIDTH - rate_div * NUM_STAGES + 8 - gain);
			end
		end
	end
endmodule
==> design/flow/run.sh <==
#!/bin/bash
# OpenROAD 26Q1-2900-gdf79404cd8, Yosys 0.63+post, stock flow scripts
make -C /OpenROAD-flow-scripts/flow DESIGN_CONFIG=/design/flow/config.mk WORK_HOME=/design/flow/orfs finish
==> design/flow/config.mk <==
export PLATFORM = sky130hd
export DESIGN_NAME = MyCIC
export DESIGN_NICKNAME = MyCIC
export VERILOG_FILES = /design/flow/design.v
export SDC_FILE = /design/flow/constraint.sdc
export NUM_CORES = 4
export LEC_CHECK = 1
export CORE_UTILIZATION = 50
==> design/flow/constraint.sdc <==
current_design MyCIC

set clk_period 22.4
set clk_io_pct 0.2

create_clock -name clk0 -period $clk_period [get_ports {clk}]

set non_clock_inputs [all_inputs -no_clocks]
set_input_delay [expr $clk_period * $clk_io_pct] -clock clk0 $non_clock_inputs
set_output_delay [expr $clk_period * $clk_io_pct] -clock clk0 [all_outputs]
==> run_results.csv <==
group,metric,value,unit
run_status,status,"finished, final reports clean",
die,initCoreUtil,50.4,%
layout,final_cell_count_no_fill,6854,
logic_synthesis,synth.ff_latch_count,568,
die,rows,110,
placed_design,dp_hpwl,87600,µm
drt,wirelength,118000,µm
final_timing,hold-worst-slack,0.474,ns
worst_setup_path,critical_path.reg2reg.startpoint,"diff[4][0]",
drt,antennaDiodeCount,0,
clocking,postCtsSetupBuffers,0,
placed_design,place_inst,6733,
grt,grt_pass1_wl,193000,µm
logic_synthesis,ys_chip_area,45300,µm²
logic_synthesis,edf_count,1,
clocking,cts_root_buffer,"clkbuf_16",
final_timing,rsz0062_at_grt,"false",
clocking,cts_made_buffers,69,
die,num_io_pins,65,
layout,drive_above_1_share,5.16,%
worst_hold_path,hp-class,"reg -> reg",
drt,first_pass_iters,8,
drt,via_per_inst,5.76,
drt,drc_errors,0,
placed_design,placed_area,46800,µm²
worst_setup_path,endpoint_kind,"flop",
drt,drt_iter0_markers,2455,
worst_setup_path,regToRegEndpoint,"out_data[0]",
worst_setup_path,r2r_cells,15,
worst_setup_path,worst-path-max-fanout,36,
final_timing,setup_viol,0,
grt,grt_usage,26.4,%
placed_design,pre_cts_ws,11.95,ns
worst_hold_path,whs_endpoint,"integ[2][48]",
clocking,cts_tree,"yes",
grt,grt_pass1_vias,37000,
final_timing,slew-limit-headroom,45.9,%
die,die-width,303,µm
final_timing,worst_slack,12.53,ns
power,p_leak,21.8,nW
worst_setup_path,start_kind,"input pin",
final_timing,tightest_slew,0.801,ns
final_timing,final_max_slew_viol_count,0,
worst_hold_path,min_from,"integ[2][48]",
clocking,h-tree-depth,3,
run,max_cap_violations,0,
logic_synthesis,avgSynthCellArea,7.94,µm²
worst_setup_path,r2r_slack,17.46,ns
worst_setup_path,worst_ep_arrival_time,10.40,ns
final_timing,hold_viol_final,0,
die,coreArea,89900,µm²
final_timing,timing.setup.tns,0,ns
placed_design,gp_congestion,0.985,
layout,final_cell_area,49100,µm²
logic_synthesis,ys_seq_share,25.1,%
placed_design,numPortBuffers,58,
clocking,cts_resized,0,
final_timing,fin_crit,9.87,ns
clocking,clock.latency.late_pin,0.63,ns
grt,antenna_found_initial,0,
worst_setup_path,path_class,"in -> reg",
worst_setup_path,required,22.93,ns
logic_synthesis,ys.flop_type,"dfxtp_1",
final_timing,max_freq,0.101,GHz
logic_synthesis,syn_inst,5700,
logic_synthesis,ys_types,118,
power,powerDensity,127,nW/µm²
grt,grt_max_degree,97,
grt,gr-total-overflow,0,
die,die_h,303,µm
drt,vias,39500,
die,chip_area,91800,µm²
layout,syn2layout_area_growth,8.53,%
clocking,clkSinkCount,568,
clocking,clk_pin_slew,0.06,ns
final_timing,finClkSkew,0.0387,ns
logic_synthesis,mappedNetlistArea,45300,µm²
run,log.warning_count,28,
logic_synthesis,async_reset_ff_share,0,%
logic_synthesis,yosysCellCount,5700,
clocking,cts-hold-fix-buffers,0,
clocking,clock_path_buffers,3,
logic_synthesis,yosys_warnings,4,
drt,wl_per_cell,17.2,µm
power,ir_drop,95.9,µV
drt,ant_nets,0,
worst_hold_path,holdPathStages,2,
final_timing,finalCritPeriodShare,44.1,%
==> critical path, cell delays in order <==
cell	delay, ns
clkdlybuf4s50_1	0.52
inv_1	0.06
ha_1	0.28
ha_1	0.34
o21a_1	0.13
o31a_1	0.18
or3_1	0.38
ha_1	0.27
nor4_1	0.28
nand4_1	0.16
or3_1	0.39
nor2_2	0.11
buf_4	0.39
nand2_1	0.32
or4_1	0.57
nand4b_1	0.31
a221oi_1	0.18
a22oi_1	0.42
o221ai_1	0.23
a2111oi_2	0.37
==> synthesized netlist by cell type (all sizes together), types with 31 or more instances <==
cell / count / area [µm²]
nand2b: 65 / 407
a21oi: 471 / 2380
nor2: 729 / 2740
nand2: 333 / 1250
nor3: 104 / 552
and3: 51 / 319
nor4: 32 / 221
and2: 31 / 196
a211oi: 82 / 641
xnor2: 205 / 1800
dfxtp: 567 / 11400
o21a: 65 / 488
a31oi: 63 / 409
o211ai: 57 / 467
a21o: 218 / 1640
o31ai: 36 / 308
xor2: 105 / 920
nand4: 68 / 453
o21bai: 56 / 420
clkbuf: 189 / 709
nor2b: 67 / 419
o21ai: 273 / 1370
nand3: 158 / 791
ha: 400 / 5000
mux2i: 420 / 4200
inv: 311 / 1170
or3: 67 / 424
buf: 70 / 354
==> cell type report <==
| cell class | count | area, µm² |
|---|---|---|
| clock buffers | 92 | 1980 |
| clock inverters | 29 | 383 |
| fillers | 8337 | 40700 |
| inverters | 314 | 1190 |
| multi-input cells | 4560 | 31700 |
| flip-flops and latches | 568 | 11400 |
| well taps | 1176 | 1470 |
| repair buffers | 115 | 1030 |
==> metrics by stage <==
step | utilization, % | power (mW)
2_1_floorplan | - | 4.15
3_3_place_gp | 52.1 | 5.06
3_5_place_dp | 52.1 | 5.07
4_1_cts | 54.7 | 6.27
5_1_grt | 54.7 | 6.74
6_report | 54.7 | 6.26
==> cell families (layout without fill, tap and decap cells) <==
kind of cell | after synthesis | count (layout) | share of synthesized area, %
multiplexers | 437 | 437 | 9.86
AND/OR/NAND/NOR | 1793 | 1793 | 18.8
XOR/XNOR | 310 | 310 | 6.01
buffers and inverters | 573 | 550 | 4.95
other | 2 | 3 | 0.0166
adder cells (fa/ha/maj) | 408 | 408 | 11.4
flip-flops | 568 | 568 | 25.1
AND-OR/OR-AND | 1609 | 1609 | 23.9
==> placed cells by master, fill, tap and decap left out, types with 158 or more instances in the layout <==
master   count
nor2_1     725
dfxtp_1    566
a21oi_1    464
mux2i_1    420
ha_1       399
nand2_1    331
inv_1      309
o21ai_0    247
a21o_1     218
xnor2_1    202
nand3_1    158
==> flip-flops by register name, summed over array words and instances (netlist names) <==
name            count
count               8
diff_d            196
integ             147
out_valid           1
next_out_valid      1
diff              196
out_data           19
==> report_power, final <==
part | internal [mW] | leakage [nW] | switching [mW] | total (mW)
clock | 0.713 | 1.16 | 0.447 | 1.16
sequential | 1.18 | 4.64 | 0.150 | 1.33
combinational | 1.50 | 16.0 | 2.27 | 3.77
total | 3.39 | 21.8 | 2.87 | 6.26
==> metal layers <==
metal  GRT usage (%)  wire length [µm]  share of wire [%]  vias up
met5               0                 0                  0        -
met4            7.60              3880                3.3        0
met3            2.90              4440                3.8      227
met2            43.3             54300                 46      703
met1            37.3             55400                 47    17900
li1                -                 -                  -    20600
==> worst max-delay path by stage <==
stage | startpoint | to | slack (ns) | cells after the start
finish | rate_div[1] | out_data[0] | 12.53 | 20
global route | rate_div[1] | out_data[0] | 12.27 | 20
CTS | rate_div[1] | out_data[0] | 12.57 | 20
Power figures rest on the tool's default switching activity, not on a simulated workload.
